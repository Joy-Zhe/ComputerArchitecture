## /design/flow/design.v

```verilog
module cache (
	input wire clk,   
	input wire rst,   
	input wire [ADDR_BITS-1:0] addr,   
    input wire load,     
	input wire replace,   
	input wire store,   
	input wire invalid,   
    input wire [2:0] u_b_h_w,  
	input wire [31:0] din,   
    output hit,   
	output [31:0] dout,   
	output valid,   
	output dirty,   
	output [TAG_BITS-1:0] tag   
	);
    localparam 
    ADDR_BITS = 32,
    WORD_BYTES = 4,
    WORD_BYTES_WIDTH = 2,    
    WORD_BITS = (WORD_BYTES * 8),
    ELEMENT_WORDS = 4,
    ELEMENT_WORDS_WIDTH = 2,    
    BLOCK_WIDTH = (ELEMENT_WORDS_WIDTH + WORD_BYTES_WIDTH),    
    ELEMENT_NUM = 64,
    WAYS = 2,
    ELEMENT_INDEX_WIDTH = 6,    
    SET_INDEX_WIDTH = 5,    
    TAG_BITS = (ADDR_BITS - SET_INDEX_WIDTH - BLOCK_WIDTH);   
    wire [31:0] word1, word2;
    wire [15:0] half_word1, half_word2;
    wire [7:0]  byte1, byte2;
    wire recent1, recent2, valid1, valid2, dirty1, dirty2;
    wire [TAG_BITS-1:0] tag1, tag2;
    wire hit1, hit2;
    reg [ELEMENT_NUM-1:0] inner_recent = 0;
    reg [ELEMENT_NUM-1:0] inner_valid = 0;
    reg [ELEMENT_NUM-1:0] inner_dirty = 0;
    reg [TAG_BITS-1:0] inner_tag [0:ELEMENT_NUM-1];
    reg [31:0] inner_data [0:ELEMENT_NUM*ELEMENT_WORDS-1];
    integer i;
    initial begin
        for (i = 0; i < ELEMENT_NUM; i = i + 1)
            inner_tag[i] = 23'b0;
        for (i = 0; i < ELEMENT_NUM*ELEMENT_WORDS; i = i + 1)
            inner_data[i] = 32'b0;
    end
    wire [TAG_BITS-1:0] addr_tag;
    wire [SET_INDEX_WIDTH-1:0] addr_index;      
    wire [ELEMENT_INDEX_WIDTH-1:0] addr_element1; 
    wire [ELEMENT_INDEX_WIDTH-1:0] addr_element2;      
    wire [ELEMENT_INDEX_WIDTH+ELEMENT_WORDS_WIDTH-1:0] addr_word1;
    wire [ELEMENT_INDEX_WIDTH+ELEMENT_WORDS_WIDTH-1:0] addr_word2;  
    assign addr_tag = addr[31:9];   
    assign addr_index = addr[8:4];  
    assign addr_element1 = {addr_index, 1'b0};   
    assign addr_element2 = {addr_index, 1'b1};   
    assign addr_word1 = {addr_element1, addr[ELEMENT_WORDS_WIDTH+WORD_BYTES_WIDTH-1:WORD_BYTES_WIDTH]};
    assign addr_word2 = {addr_element2, addr[ELEMENT_WORDS_WIDTH+WORD_BYTES_WIDTH-1:WORD_BYTES_WIDTH]};            
    assign word1 = inner_data[addr_word1];
    assign word2 = inner_data[addr_word2];                 
    assign half_word1 = addr[1] ? word1[31:16] : word1[15:0];
    assign half_word2 = addr[1] ? word2[31:16] : word2[15:0];  
    assign byte1 = addr[1] ?
                    addr[0] ? word1[31:24] : word1[23:16] :
                    addr[0] ? word1[15:8] :  word1[7:0]   ;
    assign byte2 = addr[1] ?
                    addr[0] ? word2[31:24] : word2[23:16] :
                    addr[0] ? word2[15:8] :  word2[7:0]   ;
    assign recent1 = inner_recent[addr_element1];
    assign recent2 = inner_recent[addr_element2];               
    assign valid1 = inner_valid[addr_element1];
    assign valid2 = inner_valid[addr_element2];                
    assign dirty1 = inner_dirty[addr_element1];
    assign dirty2 = inner_dirty[addr_element2];                
    assign tag1 = inner_tag[addr_element1];
    assign tag2 = inner_tag[addr_element2];                  
    assign hit1 = valid1 & (tag1 == addr_tag);
    assign hit2 = valid2 & (tag2 == addr_tag);                  
    assign valid = hit1 ? valid1 : hit2 ? valid2 : recent1 ? valid2 : recent2 ? valid1 : 0;                   
    assign dirty = hit1 ? dirty1 : hit2 ? dirty2 : recent1 ? dirty2 : recent2 ? dirty1 : 0;                   
    assign hit = valid && (hit1 || hit2);        
    assign tag = hit1 ? tag1 : hit2 ? tag2 : recent1 ? tag2 : tag1;      
    assign dout = (load && hit1) ? 
    (u_b_h_w[1] ? word1 : 
        (u_b_h_w[0] ? 
            {u_b_h_w[2] ? 16'b0 : {16{half_word1[15]}}, half_word1} :
            {u_b_h_w[2] ? 24'b0 : {24{byte1[7]}}, byte1})) :
    (load && hit2) ? 
    (u_b_h_w[1] ? word2 :
        (u_b_h_w[0] ? 
            {u_b_h_w[2] ? 16'b0 : {16{half_word2[15]}}, half_word2} :
            {u_b_h_w[2] ? 24'b0 : {24{byte2[7]}}, byte2})) : 
    inner_data[ recent1 ? addr_word2 : addr_word1 ];
    always @ (posedge clk) begin
        if (load) begin
            if (hit1) begin
                inner_recent[addr_element1] <= 1'b1;
                inner_recent[addr_element2] <= 1'b0;
            end
            else if (hit2) begin
                inner_recent[addr_element1] <= 1'b0;
                inner_recent[addr_element2] <= 1'b1;
            end
        end
        if (store) begin
            if (hit1) begin
                inner_data[addr_word1] <= 
                    u_b_h_w[1] ?         
                        din
                    :
                        u_b_h_w[0] ?     
                            addr[1] ?        
                                {din[15:0], word1[15:0]} 
                            :
                                {word1[31:16], din[15:0]} 
                        :    
                            addr[1] ?
                                addr[0] ?
                                    {din[7:0], word1[23:0]}    
                                :
                                    {word1[31:24], din[7:0], word1[15:0]}  
                            :
                                addr[0] ?
                                    {word1[31:16], din[7:0], word1[7:0]}    
                                :
                                    {word1[31:8], din[7:0]}  
                ;
                inner_dirty[addr_element1] <= 1'b1;
                inner_recent[addr_element1] <= 1'b1;
                inner_recent[addr_element2] <= 1'b0;
            end
            else if (hit2) begin
                inner_data[addr_word2] <=
                    u_b_h_w[1] ?         
                        din
                    :
                        u_b_h_w[0] ?     
                            addr[1] ?        
                                {din[15:0], word2[15:0]} 
                            :
                                {word2[31:16], din[15:0]} 
                        :    
                            addr[1] ?
                                addr[0] ?
                                    {din[7:0], word2[23:0]}    
                                :
                                    {word2[31:24], din[7:0], word2[15:0]}  
                            :
                                addr[0] ?
                                    {word2[31:16], din[7:0], word2[7:0]}    
                                :
                                    {word2[31:8], din[7:0]}  
                ;
                inner_dirty[addr_element2] <= 1'b1;  
                inner_recent[addr_element1] <= 1'b0;
                inner_recent[addr_element2] <= 1'b1;  
            end 
        end
        if (replace) begin
            if (hit1) begin
                inner_data[addr_word1] <= din;
                inner_valid[addr_element1] <= 1'b1;
                inner_dirty[addr_element1] <= 1'b0;
                inner_tag[addr_element1] <= addr_tag;
                inner_recent[addr_element1] <= 1'b1;
                inner_recent[addr_element2] <= 1'b0;
            end
            else if (hit2) begin
                inner_data[addr_word2] <= din;
                inner_valid[addr_element2] <= 1'b1;
                inner_dirty[addr_element2] <= 1'b0;
                inner_tag[addr_element2] <= addr_tag;
                inner_recent[addr_element1] <= 1'b0;
                inner_recent[addr_element2] <= 1'b1;
            end
            else if (recent1) begin   
                inner_data[addr_word2] <= din;
                inner_valid[addr_element2] <= 1'b1;
                inner_dirty[addr_element2] <= 1'b0;
                inner_tag[addr_element2] <= addr_tag;
                inner_recent[addr_element1] <= 1'b0;
                inner_recent[addr_element2] <= 1'b1;
            end else begin
                inner_data[addr_word1] <= din;
                inner_valid[addr_element1] <= 1'b1;
                inner_dirty[addr_element1] <= 1'b0;
                inner_tag[addr_element1] <= addr_tag;
                inner_recent[addr_element1] <= 1'b1;
                inner_recent[addr_element2] <= 1'b0;
            end
        end
        if (invalid) begin
            inner_recent[addr_element1] <= 1'b0;
            inner_recent[addr_element2] <= 1'b0;
            inner_valid[addr_element1] <= 1'b0;
            inner_valid[addr_element2] <= 1'b0;
            inner_dirty[addr_element1] <= 1'b0;
            inner_dirty[addr_element2] <= 1'b0;
        end
    end
endmodule
module cmu (
		input clk,
		input rst,
		input [31:0] addr_rw,
		input en_r,
		input en_w,
        input [2:0] u_b_h_w,
		input [31:0] data_w,
		output [31:0] data_r,
		output stall,
		output reg mem_cs_o = 0,
		output reg mem_we_o = 0,
		output reg [31:0] mem_addr_o = 0,
		input [31:0] mem_data_i,
		output [31:0] mem_data_o,
		input mem_ack_i,
        output [2:0] cmu_state
	);
    localparam 
    ADDR_BITS = 32,
    WORD_BYTES = 4,
    WORD_BYTES_WIDTH = 2,    
    WORD_BITS = (WORD_BYTES * 8),
    ELEMENT_WORDS = 4,
    ELEMENT_WORDS_WIDTH = 2,    
    BLOCK_WIDTH = (ELEMENT_WORDS_WIDTH + WORD_BYTES_WIDTH),    
    ELEMENT_NUM = 64,
    WAYS = 2,
    ELEMENT_INDEX_WIDTH = 6,    
    SET_INDEX_WIDTH = 5,    
    TAG_BITS = (ADDR_BITS - SET_INDEX_WIDTH - BLOCK_WIDTH);   
    reg [ADDR_BITS-1:0] cache_addr = 0;
    reg cache_load = 0;
    reg cache_replace = 0;
    reg cache_store = 0;
    reg [2:0] cache_u_b_h_w = 0;
    reg [WORD_BITS-1:0] cache_din = 0;
    wire cache_hit;
    wire [WORD_BITS-1:0] cache_dout;
    wire cache_valid;
    wire cache_dirty;
    wire [TAG_BITS-1:0] cache_tag;
    cache CACHE (
        .clk(clk),
        .rst(rst),
        .addr(cache_addr),
        .load(cache_load),
        .replace(cache_replace),
        .store(cache_store),
        .invalid(1'b0),
        .u_b_h_w(cache_u_b_h_w),
        .din(cache_din),
        .hit(cache_hit),
        .dout(cache_dout),
        .valid(cache_valid),
        .dirty(cache_dirty),
        .tag(cache_tag)
    );
    localparam
        S_IDLE = 0,
        S_BACK = 2,
        S_FILL = 3,
        S_WAIT = 4;
    reg [2:0]state = 0;
    reg [2:0]next_state = 0;
    reg [ELEMENT_WORDS_WIDTH-1:0]word_count = 0;
    reg [ELEMENT_WORDS_WIDTH-1:0]next_word_count = 0;
    assign cmu_state = state;
    always @ (posedge clk) begin
        if (rst) begin
            state <= S_IDLE;
            word_count <= 2'b00;
        end
        else begin
            state <= next_state;
            word_count <= next_word_count;
        end
    end
    always @ (*) begin
        case (state)
            S_IDLE: begin
                if (en_r || en_w) begin
                    if (cache_hit)
                        next_state = S_IDLE;
                    else if (cache_valid && cache_dirty)
                        next_state = S_BACK;
                    else
                        next_state = S_FILL;
                end
                else begin
                    next_state = S_IDLE;
                end
                next_word_count = 2'b00;
            end
            S_BACK: begin
                if (mem_ack_i && word_count == {ELEMENT_WORDS_WIDTH{1'b1}})     
                    next_state = S_FILL;
                else
                    next_state = S_BACK;
                if (mem_ack_i)
                    next_word_count = word_count + 2'b01;
                else
                    next_word_count = word_count;
            end
            S_FILL: begin
                if (mem_ack_i && word_count == {ELEMENT_WORDS_WIDTH{1'b1}})
                    next_state = S_WAIT;
                else
                    next_state = S_FILL;
                if (mem_ack_i)
                    next_word_count = word_count + 2'b01;
                else
                    next_word_count = word_count;
            end
            S_WAIT: begin
                next_state = S_IDLE;
                next_word_count = 2'b00;
            end
            default: begin
                next_state = S_IDLE;
                next_word_count = 2'b00;
            end
        endcase
    end
    always @ (*) begin
        case(state)
            S_IDLE, S_WAIT: begin
                cache_addr = addr_rw;
                cache_load = en_r;
                cache_store = en_w;
                cache_replace = 1'b0;
                cache_u_b_h_w = u_b_h_w;
                cache_din = data_w;
            end
            S_BACK: begin
                cache_addr = {addr_rw[ADDR_BITS-1:BLOCK_WIDTH], word_count, {ELEMENT_WORDS_WIDTH{1'b0}}};  
                cache_load = 1'b0;
                cache_store = 1'b0;
                cache_replace = 1'b0;
                cache_u_b_h_w = 3'b010;
                cache_din = 32'b0;
            end
            S_FILL: begin
                cache_addr = {addr_rw[ADDR_BITS-1:BLOCK_WIDTH], word_count, {ELEMENT_WORDS_WIDTH{1'b0}}};
                cache_load = 1'b0;
                cache_store = 1'b0;
                cache_replace = mem_ack_i;
                cache_u_b_h_w = 3'b010;
                cache_din = mem_data_i;
            end
            default: begin
                cache_addr = addr_rw;
                cache_load = en_r;
                cache_store = en_w;
                cache_replace = 1'b0;
                cache_u_b_h_w = u_b_h_w;
                cache_din = data_w;
            end
        endcase
    end
    assign data_r = cache_dout;
    always @ (*) begin
        case (state)
            S_IDLE, S_WAIT: begin
                mem_cs_o = 1'b0;
                mem_we_o = 1'b0;
                mem_addr_o = 32'b0;
            end
            S_BACK: begin
                mem_cs_o = 1'b1;
                mem_we_o = 1'b1;
                mem_addr_o = {cache_tag, addr_rw[ADDR_BITS-TAG_BITS-1:BLOCK_WIDTH], word_count, {ELEMENT_WORDS_WIDTH{1'b0}}};  
            end
            S_FILL: begin
                mem_cs_o = 1'b1;
                mem_we_o = 1'b0;
                mem_addr_o = {addr_rw[ADDR_BITS-1:BLOCK_WIDTH], word_count, {ELEMENT_WORDS_WIDTH{1'b0}}};  
            end
            default: begin
                mem_cs_o = 1'b0;
                mem_we_o = 1'b0;
                mem_addr_o = 32'b0;
            end
        endcase
    end
    assign mem_data_o = cache_dout;
    assign stall = (next_state != S_IDLE);
endmodule
```

## /design/flow/run.sh

```bash
#!/bin/bash
# OpenROAD 26Q1-2900-gdf79404cd8, Yosys 0.63+post, stock flow scripts
make -C /OpenROAD-flow-scripts/flow DESIGN_CONFIG=/design/flow/config.mk WORK_HOME=/design/flow/orfs finish
```

## /design/flow/config.mk

```make
export PLATFORM = sky130hd
export DESIGN_NAME = cmu
export DESIGN_NICKNAME = cmu
export VERILOG_FILES = /design/flow/design.v
export SDC_FILE = /design/flow/constraint.sdc
export NUM_CORES = 4
export LEC_CHECK = 1
export CORE_UTILIZATION = 40
export SYNTH_MEMORY_MAX_BITS = 65536
```

## /design/flow/constraint.sdc

```tcl
current_design cmu

set clk_period 249.8
set clk_io_pct 0.2

create_clock -name clk0 -period $clk_period [get_ports {clk}]

set non_clock_inputs [all_inputs -no_clocks]
set_input_delay [expr $clk_period * $clk_io_pct] -clock clk0 $non_clock_inputs
set_output_delay [expr $clk_period * $clk_io_pct] -clock clk0 [all_outputs]
```

==> summary.txt <==
First-pass GRT wire length = 2200000 µm
Vias/cell = 6.37
Min Tclk post-route = 111.94 ns
Detailed-route wire length = 1660000 µm
H-tree Lvls = 7
Peak VDD IR = 0.00608 mV
Asr flop ratio synth = 0
Tcrit/Tclk final = 0.448
Clock transition at the registers of the reported paths = 0.06 ns
Die X = 995 µm
GPL Wtd Cong = 1.08
Setup tns final = 0 ns
Pleak = 0.148 µW
Cell type with the largest total area = edfxtp_1
CTS tree = yes
Slew @ Worst Pin = 1.67 ns
Ys flop type = edfxtp_1
RSZ-0062 raised after global routing = no
Hold Fails Final Rpt = 0
Core Util at FP = 0.401
Initial antenna violation count = 236
Post-CTS sizing = 0
Post-route DRC = 0
1st-iter DRT viols = 22200
Die ar. = 990000 µm²
Antenna viol nets, final = 0
HP Class = reg -> reg
Crit Path Max Fanout = 58
Clk ins delay skew pair = 1.19 ns
GRT overflow = 0
FF+latch count, synth = 9861
Placed insts = 36600
Gr usage total = 0.362
Average cell area after synthesis = 16.7 µm²
Seq share, synth = 0.748
CTS root buf = clkbuf_16
Vias in the first global route = 249000
DPL Wire Length = 1080000 µm
Maximum buffer depth of the clock tree = 5
Yosys warning count = 2
DR vias = 248000
Fillcell total = 81100
Synth top area share = 0.741
Critical path endpoint category = output port
Post-Layout Cell Count = 38900
Fmax = 8.93 MHz
Status = finished, violations left
Wire per inst = 42.6 µm
Main area contributors = edfxtp_1 (74%), a22oi_1 (7.1%), mux4_2 (5.0%)
CP Data Arrival Time = 61.98 ns
Die Height = 995 µm
Clk sink count = 9861
Area Overhead vs Synth = 15.3%
Setup bufs post-CTS = 0
Failing checks = max-capacitance violations, max-slew violations
Power Density = 8.62 nW/µm²
Worst Skew = 0.139 ns
Crit path kind = in -> out
Row count = 364
I/O pin count = 206
Slew HR = -0.130
Final setup violation count = 0
Share of cells above drive strength 1 = 0.183
Post-CTS Hold Buffers = 0
Yosys chip area = 394000 µm²
Netlist cell types = 119
Ys cells = 23700
Num CTS Buffers = 1067
Core Region = 982000 µm²
Mapped cell area = 394000 µm²
Port Buf Inserts = 203
Final Max-Slew Violation Tally = 4
Syn Inst Count = 23700
Largest net degree at the start of global routing = 139
DRT Pass-1 Iters = 6
CP startpoint kind = primary input
Max-cap violations = 2
Count of library flops with an enable pin = 9728
Tool warnings = 49
Worst Path Required = 199.84 ns
state kept, by name, indices dropped and copies added, names as in the netlist:
| name | count |
|---|---|
| CACHE.inner_data | 8192 |
| word_count | 2 |
| CACHE.inner_recent | 64 |
| CACHE.inner_valid | 64 |
| CACHE.inner_tag | 1472 |
| CACHE.inner_dirty | 64 |
| state | 3 |
metal layers:
layer  wire, µm  global-route usage  vias to the layer above
met5      12300               0.123                        -
met1     466000               0.370                   123000
li1           -                   -                    99700
met2     697000               0.470                    20800
met4     144000               0.238                      254
met3     340000               0.319                     4123
cells by family after synthesis:
| group | synth area share |
|---|---|
| buffers and inverters | 0.0206 |
| multiplexers | 0.0719 |
| AND-OR/OR-AND | 0.117 |
| adder cells (fa/ha/maj) | 0.000286 |
| other | 0.00000951 |
| XOR/XNOR | 0.00100 |
| AND/OR/NAND/NOR | 0.0419 |
| flip-flops | 0.748 |
report_power, final:
| group | switching [µW] | internal [µW] | leakage, µW |
|---|---|---|---|
| clock | 664 | 870 | 0.0164 |
| combinational | 384 | 124 | 0.0423 |
| sequential | 0.688 | 1880 | 0.0889 |
through the flow:
| step | hold slack, ns | instance area (µm²) | setup WS (ns) | util | total power [µW] |
|---|---|---|---|---|---|
| after global placement | 0.449 | 420000 | 138.17 | 0.427 | 2390 |
| after global routing | 0.492 | 454000 | 137.60 | 0.463 | 4000 |
| final | 0.468 | 455000 | 137.87 | 0.463 | 3920 |
| after detailed placement | 0.452 | 420000 | 138.27 | 0.428 | 2400 |
| after floorplan | 0.436 | 394000 | 145.06 | - | 2170 |
| after CTS | 0.467 | 454000 | 138.26 | 0.462 | 3910 |
placed cells by master, fill, tap and decap left out, types with 31 or more instances in the layout:
| cell | Yosys | layout |
|---|---|---|
| a211o_1 | 35 | 35 |
| a211oi_1 | 98 | 87 |
| a21oi_1 | 482 | 466 |
| a221oi_1 | 324 | 324 |
| a22o_1 | 303 | 303 |
| a22oi_1 | 3710 | 3707 |
| a31oi_1 | 192 | 153 |
| and3_1 | 50 | 49 |
| buf_12 | 7 | 31 |
| buf_4 | 121 | 1493 |
| bufinv_16 | 0 | 61 |
| clkbuf_1 | 1070 | 224 |
| clkbuf_16 | 0 | 1087 |
| clkdlybuf4s50_1 | 0 | 174 |
| clkinv_1 | 4 | 217 |
| clkinv_2 | 0 | 173 |
| dfxtp_1 | 133 | 132 |
| diode_2 | 0 | 425 |
| edfxtp_1 | 9728 | 9728 |
| mux2_2 | 166 | 166 |
| mux2i_1 | 602 | 593 |
| mux4_2 | 884 | 884 |
| nand2_1 | 2290 | 2263 |
| nand3_1 | 267 | 262 |
| nand4_1 | 116 | 116 |
| nor2_1 | 989 | 641 |
| nor2_2 | 2 | 74 |
| nor2_4 | 0 | 276 |
| nor3_1 | 86 | 75 |
| nor4_1 | 34 | 31 |
| o211ai_1 | 156 | 156 |
| o21ai_0 | 381 | 368 |
| o221ai_1 | 35 | 33 |
| o22a_1 | 33 | 33 |
| o22ai_1 | 129 | 124 |
| o31ai_1 | 84 | 76 |
| xnor2_1 | 31 | 31 |
worst paths after layout:
| check | startpoint | endpoint | slack, ns | cells past startpoint |
|---|---|---|---|---|
| setup reg to reg | state[2] | CACHE.inner_data[93][20] | 237.37 | 29 |
| setup / recovery | addr_rw[4] | data_r[2] | 137.87 | 26 |
| hold / removal | CACHE.inner_dirty[57] | CACHE.inner_dirty[57] | 0.47 | 1 |
| hold reg to reg | CACHE.inner_dirty[57] | CACHE.inner_dirty[57] | 0.47 | 1 |
synth_stat cells (34+ instances only):
master,count
clkbuf_1,1070
mux2_2,166
o22ai_1,129
a211o_1,35
a21oi_1,482
buf_1,386
nand4_1,116
a31oi_1,192
o221ai_1,35
buf_4,121
o31ai_1,84
o211ai_1,156
o21ai_0,381
nor2_1,989
buf_2,124
nor3_1,86
mux4_2,884
a22o_1,303
nor4_1,34
a221oi_1,324
dfxtp_1,133
mux2i_1,602
edfxtp_1,9728
a22oi_1,3710
a211oi_1,98
nand3_1,267
and3_1,50
buf_6,57
nand2_1,2290
worst max-delay path, cell delays in order:
cell	delay (ns)
buf_16	0.33
buf_4	0.60
buf_4	0.65
buf_4	0.65
mux2_2	0.40
a22oi_1	0.19
o221ai_1	0.15
o21bai_1	0.43
buf_4	0.23
o21ai_0	0.08
and3_1	0.20
and4_4	0.31
nand3_4	0.42
buf_4	0.56
buf_12	0.50
buf_4	0.59
buf_4	0.62
buf_4	0.61
mux4_2	0.59
a211oi_1	1.14
buf_4	0.34
a2111oi_2	0.10
mux2i_1	0.23
nand2_1	0.12
a31oi_2	0.83
clkdlybuf4s50_1	0.63
cell type report:
cell class | instances | area, µm² | area share
flip-flops and latches | 9861 | 295000 | 0.648
multi-input cells | 12000 | 95000 | 0.209
clock buffers | 1316 | 28100 | 0.0618
well taps | 13000 | 16300 | 0.0357
repair buffers | 1733 | 13900 | 0.0305
clock inverters | 570 | 5500 | 0.0121
diodes | 425 | 1060 | 0.00234
inverters | 35 | 164 | 0.000360
No activity file was given, so power comes from the tool's default toggle rates.
