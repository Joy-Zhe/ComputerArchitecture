**/design/flow/run.sh**
```bash
#!/bin/bash
# OpenROAD 26Q1-2900-gdf79404cd8, Yosys 0.63+post, stock flow scripts
make -C /OpenROAD-flow-scripts/flow DESIGN_CONFIG=/design/flow/config.mk WORK_HOME=/design/flow/orfs finish
```
**/design/flow/config.mk**
```make
export PLATFORM = sky130hd
export DESIGN_NAME = ExceptionUnit
export DESIGN_NICKNAME = ExceptionUnit
export VERILOG_FILES = /design/flow/design.v
export SDC_FILE = /design/flow/constraint.sdc
export NUM_CORES = 4
export LEC_CHECK = 1
export CORE_UTILIZATION = 40
```
**/design/flow/constraint.sdc**
```tcl
current_design ExceptionUnit

set clk_period 7.9
set clk_io_pct 0.2

create_clock -name clk0 -period $clk_period [get_ports {clk}]

set non_clock_inputs [all_inputs -no_clocks]
set_input_delay [expr $clk_period * $clk_io_pct] -clock clk0 $non_clock_inputs
set_output_delay [expr $clk_period * $clk_io_pct] -clock clk0 [all_outputs]
```
**/design/flow/design.v**
```verilog
`timescale 1ns / 1ps
module CSRRegs(
    input clk, rst,
    input[11:0] raddr, waddr,
    input[31:0] wdata,
    input csr_w,
    input[1:0] csr_wsc_mode,
    output[31:0] rdata,
    output[31:0] mstatus,
    output[31:0] mepc,
    output[31:0] mtvec
);
    reg[31:0] CSR [0:15];
    wire raddr_valid = raddr[11:7] == 5'h6 && raddr[5:3] == 3'h0;
    wire[3:0] raddr_map = (raddr[6] << 3) + raddr[2:0];
    wire waddr_valid = waddr[11:7] == 5'h6 && waddr[5:3] == 3'h0;
    wire[3:0] waddr_map = (waddr[6] << 3) + waddr[2:0];
    assign mstatus = CSR[0];
    assign mepc = CSR[9];
    assign mtvec = CSR[5];
    assign rdata = CSR[raddr_map];
    always@(posedge clk or posedge rst) begin
        if(rst) begin
			CSR[0] <= 32'h88;
			CSR[1] <= 0;
			CSR[2] <= 0;
			CSR[3] <= 0;
			CSR[4] <= 32'hfff;
			CSR[5] <= 0;
			CSR[6] <= 0;
			CSR[7] <= 0;
			CSR[8] <= 0;
			CSR[9] <= 0;
			CSR[10] <= 0;
			CSR[11] <= 0;
			CSR[12] <= 0;
			CSR[13] <= 0;
			CSR[14] <= 0;
			CSR[15] <= 0;
		end
        else if(csr_w) begin
            case(csr_wsc_mode)
                2'b01: CSR[waddr_map] = wdata;
                2'b10: CSR[waddr_map] = CSR[waddr_map] | wdata;
                2'b11: CSR[waddr_map] = CSR[waddr_map] & ~wdata;
                default: CSR[waddr_map] = wdata;
            endcase            
        end
    end
endmodule
`timescale 1ns / 1ps
module ExceptionUnit(
    input clk, rst,
    input csr_rw_in,
    input[1:0] csr_wsc_mode_in,
    input csr_w_imm_mux,
    input[11:0] csr_rw_addr_in,
    input[31:0] csr_w_data_reg,
    input[4:0] csr_w_data_imm,
    output[31:0] csr_r_data_out,
    input interrupt,
    input illegal_inst,
    input l_access_fault,
    input s_access_fault,
    input ecall_m,
    input mret,
    input[31:0] epc_cur,
    input[31:0] epc_next,  
    output[31:0] PC_redirect,
    output redirect_mux,
    output reg_FD_flush, reg_DE_flush, reg_EM_flush, reg_MW_flush, 
    output RegWrite_cancel
);
    reg[11:0] csr_raddr, csr_waddr;  
    reg[31:0] csr_wdata;  
    reg csr_w;  
    reg[1:0] csr_wsc;
    wire[31:0] mstatus;  
    wire [31:0] mepc;  
    wire [31:0] mtvec;  
    CSRRegs csr(
        .clk(clk),
        .rst(rst),
        .csr_w(csr_w),
        .raddr(csr_raddr),
        .waddr(csr_waddr),
        .wdata(csr_wdata),
        .csr_wsc_mode(csr_wsc),
        .rdata(csr_r_data_out),
        .mstatus(mstatus),
        .mtvec(mtvec),
        .mepc(mepc)
        );
    reg [2:0] state;
    reg [31:0] mcause = 0;  
    reg later_INT = 0;  
    reg execption_delay = 0;  
    parameter STATE0 = 3'b000;
    parameter STATE1 = 3'b001;
    parameter STATE2 = 3'b010;
    parameter STATE3 = 3'b011;
    parameter MEPC_addr = 12'h341;     
    parameter MCAUSE_addr = 12'h342;   
    parameter MSTATUS_addr = 12'h300;  
    parameter MTVEC_addr = 12'h305;    
    wire STATE_IDLE = (state == STATE0);
    wire STATE_MSTATUS = (state == STATE1);
    wire STATE_MCAUSE = (state == STATE2);
    wire INT_CACHE = (state == STATE3);
    reg [31:0] EPC;
    reg [31:0] INT_EPC = 0;
    reg saved_int = 1'b0;
    wire is_exception = illegal_inst || l_access_fault || s_access_fault || ecall_m;
    wire is_interrupt = (interrupt || later_INT) && mstatus[3];
    wire jump = (STATE_IDLE && is_interrupt) || (STATE_IDLE && is_exception) || (STATE_IDLE && mret);
    always@(posedge clk)begin
        if (illegal_inst) begin
            mcause <= 32'h2;
        end
        else if (l_access_fault) begin
            mcause <= 32'h5;
        end
        else if (s_access_fault) begin
            mcause <= 32'h7;
        end
        else if (ecall_m) begin
            mcause <= 32'hb;
        end
        else if (mret) begin
            mcause <= 32'h3;
        end
        else if (is_interrupt && !execption_delay) begin  
            mcause <= 32'h80000000;
        end 
        else begin
            mcause <= mcause;    
        end
    end
    always @(posedge clk or posedge rst) begin
        if (rst) begin  
            state <= STATE0;
        end
        else if(is_exception && STATE_IDLE) begin  
            if (is_interrupt) begin
                later_INT <= 1'b1;
            end else begin
                later_INT <= 1'b0;
            end
            state <= STATE1;
        end
        else if(is_interrupt && STATE_IDLE) begin  
            later_INT <= 1'b0;
            INT_EPC <= EPC;
            state <= STATE3; 
        end
        else if(STATE_MSTATUS) begin
            state <= STATE2;  
        end
        else if(STATE_MCAUSE) begin
            state <= STATE0;
        end
        else if (INT_CACHE) begin  
            state <= STATE1;
        end
    end
    always @(negedge clk) begin
        EPC <= epc_next;
        if(saved_int == 1'b0) begin
            csr_raddr <= csr_rw_addr_in;
            csr_w <= csr_rw_in;
            csr_waddr <= csr_rw_addr_in;
        end
        else begin
            csr_raddr <= csr_rw_addr_in;
            csr_w <= 1'b1;
            csr_waddr <= MEPC_addr;
            saved_int <= 1'b0;
        end
        if(csr_w_imm_mux) begin
            csr_wdata <= {27'b0, csr_w_data_imm[4:0]};
        end
        else begin
            csr_wdata <= csr_w_data_reg;
        end
        csr_wsc <= csr_wsc_mode_in;
        if (STATE_IDLE) begin
            if (is_exception) begin  
                execption_delay <= 1'b1;  
                csr_w <= 1'b1;
                csr_wsc <= 2'b00;
                csr_waddr <= MEPC_addr;
                csr_wdata <= EPC;
            end
            else if (mret) begin  
                csr_w <= 1'b1;
                csr_wsc <= 2'b00;
                csr_waddr <= MSTATUS_addr;
                csr_wdata <= {mstatus[31:8], 1'b1, mstatus[6:4], mstatus[7], mstatus[2:0]};
            end
        end
        else if (STATE_MSTATUS) begin
            csr_w <= 1'b1;
            csr_wsc <= 2'b00;
            csr_raddr <= csr_rw_addr_in;
            csr_waddr <= MSTATUS_addr;
            csr_wdata <= {mstatus[31:8], mstatus[3], mstatus[6:4], 1'b0, mstatus[2:0]};
        end
        else if (STATE_MCAUSE) begin
            execption_delay <= 1'b0;
            csr_w <= 1'b1;
            csr_wsc <= 2'b00;
            csr_waddr <= MCAUSE_addr;
            csr_wdata <= mcause;
        end
        else if (INT_CACHE) begin
            csr_w <= 1'b1;
            csr_wsc <= 2'b00;
            csr_waddr <= MEPC_addr;
            csr_wdata <= INT_EPC;
            saved_int <= 1'b1;
        end
    end
    assign redirect_mux = jump;
    assign PC_redirect = (STATE_IDLE && is_interrupt) || (STATE_IDLE && is_exception) ? mtvec : ((STATE_IDLE && mret) ? mepc : csr_r_data_out);
    assign RegWrite_cancel = jump;
    assign reg_FD_flush = jump;
    assign reg_DE_flush = jump;
    assign reg_EM_flush = jump;
    assign reg_MW_flush = jump;
endmodule
```
==> metrics.log <==
[metrics] run summary
[metrics] cts hold-fix bufs: 0
[metrics] post-detailed-routing wire length: roughly 150 mm
[metrics] number of filler cells placed in the layout: approximately 7200
[metrics] grt ovf: 0
[metrics] total number of vias: about 32000
[metrics] worst IR drop on VDD: around 230 µV
[metrics] htree depth: 3
[metrics] port bufs: approximately 150
[metrics] hold path depth: 2
[metrics] CTS sink cnt: 631
[metrics] worst-path cell chain: buf_12 > buf_12 > buf_4 > nand2_2 > buf_4 > o221ai_2 > a2111oi_4 > buf_4 > buf_6 > o21ai_4 > clkbuf_2
[metrics] number of global-route vias before repair: slightly above 30000
[metrics] RSZ-0062 raised after global routing: true
[metrics] launch point of the worst hold path: mcause[31]
[metrics] largest buffer count on any clock path: 3
[metrics] number of logged tool warnings: roughly 160
[metrics] kind of launch point of the worst setup path: flip-flop
[metrics] final setup slack of the worst path: -0.440 ns
[metrics] synthesis warning total: 3
[metrics] mapped cell area: around 35000 µm²
[metrics] register cell area after layout: ~16000 µm²
[metrics] most used logic cell in the final layout: dfrtp_1
[metrics] final weighted congestion in routability-driven placement: about 1.0
[metrics] clock-pin slew reported for the worst setup and hold paths after clock tree synthesis: 0.06 ns
[metrics] effective utilization at floorplan: around two fifths
[metrics] Avg Inst Size Synth: ~10 µm²
[metrics] height of the chip: 296 µm
[metrics] Remaining DRCs: 0
[metrics] FFs w/ async S/R, synth: around four fifths
[metrics] post-synthesis cell type with the largest combined area: dfrtp_1
[metrics] Post-Synthesis Cells: roughly 3500
[metrics] layout overhead on the synthesized area: 28.8%
[metrics] r2r startpoint: csr_waddr[6]
[metrics] cell types with the largest area share after synthesis: dfrtp_1 (36%), mux2_2 (9.7%), a22oi_1 (4.7%)
[metrics] Worst setup EP type: primary output
[metrics] vias per std cell: 6.34
[metrics] buffers plus inverters on the worst setup path: 7
[metrics] combinational gate area: 18700 µm²
[metrics] number of antenna violations at the first check in global routing: 4
[metrics] cells in synth_stat.txt: 3464
[metrics] total I/O pin count: roughly 200
[metrics] cell at the root of the clock tree: clkbuf_16
[metrics] most instantiated flip-flop cell in the synthesis netlist: dfrtp_1
[metrics] post-DR wirelength/cell: slightly below 30 µm
[metrics] most frequent logic cells in the routed design: dfrtp_1 (500), nor2_1 (310), mux2_2 (289), buf_4 (270), a31oi_1 (256)
[metrics] Distinct cells, synth: roughly 90
[metrics] max capacitance violation total: 0
[metrics] CTS tree: done
[metrics] slowest cell delay on critical path: 0.36 ns
[metrics] Setup Crit Path Kind: flip-flop to primary output
[metrics] start point of the critical path: csr_raddr[2]
[metrics] overall fraction of global-route tracks in use: between 30% and 40%
[metrics] Seq cells post-synth: around 630
[metrics] detailed-placement wirelength estimate: between 90 and 100 mm
[metrics] slew at the pin with the worst max-slew slack: a little under 1 ns
[metrics] width of the die: approximately 300 µm
[metrics] Total Power Consumption: between 15 and 20 mW
[metrics] Largest delay share family, worst path: buffers and inverters
[metrics] count of endpoints failing hold in the final timing report: 0
[metrics] Data required, critical path: about 6.3 ns
[metrics] Worst Path Max Fanout: 6
[metrics] Worst path most repeated cell: buf_4
[metrics] drt initial violations: slightly below 3000
[metrics] largest clock skew in the final design: 0.0424 ns
[metrics] Final setup viols: between 60 and 70
[metrics] failing checks: negative setup slack
[metrics] die area: 87700 µm²
[metrics] wire length of the first global-routing pass: about 210 mm
[metrics] number of buffers created by CTS: around 74
[metrics] worst max-slew margin expressed relative to the limit: between 30 and 40%
[metrics] fraction of final layout cells sized beyond drive strength 1: around 34%
[metrics] Yosys top cell area share: about 36%
[metrics] pin count of the biggest net entering global routing: ~120
[metrics] reg2reg setup slack: 0.53 ns
[metrics] sequential-to-total area share from yosys stat: a little under half
[metrics] Final ANT Viol Nets: 0
[metrics] Static Leak: approximately 18 nW
[metrics] YS chip area: 34600 µm²
[metrics] worst hold path type: flip-flop to flip-flop
[metrics] Skew-Pair Late Insertion Delay: roughly 0.66 ns
[metrics] r2r worst-path depth: 7
[metrics] Worst Path Arrival: ~6.8 ns
[metrics] worst-case hold slack: 0.461 ns
[metrics] total power density per cell area: roughly 380 nW/µm²
[metrics] result of the run: finished, violations left
[metrics] post-synth tally of flip-flops with integrated enable: 34
[metrics] count of final max-slew check failures: 0
[metrics] area of the core region: around 85000 µm²
[metrics] end point of the most critical hold path: mcause[31]
[metrics] cell at the slowest stage of the critical path: dfxtp_4
[metrics] end of the worst register-to-register path: csr.CSR[8][0]
[metrics] num rows: around 110
[metrics] number of detailed-route iterations in the first pass: 8
## how the worst max path moves through the flow
stage	to	cells past startpoint
4_1_cts	PC_redirect[8]	11
5_1_grt	PC_redirect[1]	13
6_report	PC_redirect[8]	11
## where the power goes
group | total (mW) | internal (mW) | leakage [nW] | switching (mW)
Clock | 3.88 | 2.28 | 1.70 | 1.60
Sequential | 6.03 | 4.52 | 7.41 | 1.51
Combinational | 6.82 | 2.90 | 9.19 | 3.92
Total | 16.7 | 9.71 | 18.3 | 7.02
## cell usage after synthesis, types with 62 or more instances
| cell type | number |
|---|---|
| a21oi_1 | 109 |
| a22oi_1 | 218 |
| a31oi_1 | 256 |
| and3_1 | 62 |
| buf_2 | 134 |
| clkbuf_1 | 160 |
| dfrtp_1 | 501 |
| dfxtp_1 | 81 |
| mux2_2 | 297 |
| mux2i_1 | 91 |
| nand2_1 | 131 |
| nor2_1 | 360 |
| o21ai_0 | 129 |
| o22ai_1 | 90 |
## per-layer routing
layer	global-route usage (%)	part of all wire (%)	vias up
met3	16.6	14	471
met4	14.0	5.3	6
met5	0.388	0.075	-
met1	46.3	38	15606
li1	-	-	13804
met2	48.1	42	1967
## final cells by class
cell class	count	area share [%]
multi-input combinational	2434	42.1
clock inverter	112	1.49
inverter	27	0.247
timing repair buffer	576	12.9
clock buffer	102	5.03
sequential	631	35.0
tap	1144	3.21
antenna	2	0.0112
## worst reg2reg max path, cell delays in order, from the launching register on
cell and delay [ns]:
dfxtp_2 0.82, buf_4 0.54, or2_2 0.67, o21ai_0 0.18
a221oi_1 0.40, a41oi_2 0.15, buf_4 0.23, mux2_2 0.29
## cell families (layout without fill, tap and decap cells)
group / after synthesis / in the layout / synth area share (%)
AOI/OAI and AO/OA: 1158 / 1158 / 24.0
buffers and inverters: 399 / 817 / 5.74
DFF: 631 / 631 / 45.0
muxes: 388 / 388 / 12.3
other: 0 / 2 / 0
and+or+nand+nor: 888 / 888 / 12.9
## timing repair
| action | in CTS | in global routing |
|---|---|---|
| buffers inserted | 106 | 59 |
| cloned | 8 | 1 |
| gates resized | 492 | 162 |
| pin swaps | 146 | 102 |
| endpoints found under the setup margin | 64 | 64 |
## flip-flops by register name, summed over array words and instances (netlist names)
name / flops
execption_delay: 1
mcause: 5
csr_waddr: 4
csr_wsc: 2
saved_int: 1
csr_raddr: 4
EPC: 32
csr_wdata: 32
state: 4
csr.CSR: 512
later_INT: 1
INT_EPC: 32
csr_w: 1
## per-stage QoR
step                TNS (ns)  instances  instance area (µm²)  utilization (%)  worst slack [ns]
global route          -25.21       5026                44500             52.1            -0.531
global placement       -4.98       4667                38500             45.0            -0.290
CTS                   -21.21       4978                43600             51.0            -0.597
detailed placement     -4.50       4667                38500             45.0            -0.307
finish                -20.36       5028                44500             52.1            -0.440
floorplan            -338.69       3464                34600                -            -0.676
Power figures rest on the tool's default switching activity, not on a simulated workload.
