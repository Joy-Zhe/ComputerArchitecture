==> design/flow/design.v <==
`timescale 1ns / 1ps
module CtrlUnit(
    input clk,
    input rst,
    input[31:0] inst,
    input valid_ID,
    input cmp_res_FU,
    output reg_IF_en, branch_ctrl,
    output reg_ID_en, reg_ID_flush,
    output[2:0] ImmSel,
    output ALU_en, MEM_en, MUL_en, DIV_en, JUMP_en,
    output[3:0] JUMP_op,
    output[3:0] ALU_op,
    output ALUSrcA,
    output ALUSrcB,
    output MEM_we,
    output reg [2:0] write_sel,
    output reg [4:0] rd_ctrl,
    output reg reg_write
);
    always @(posedge clk or posedge rst) begin
        if (rst) begin
            reg_write <= 0;
            write_sel <= 0;
            rd_ctrl <= 0;
        end
        else begin
            reg_write <= FU_writeback_en[reservation_reg[0]];
            write_sel <= reservation_reg[0];
            rd_ctrl <= FU_write_to[reservation_reg[0]];
        end
    end
    wire[6:0] funct7 = inst[31:25];
    wire[2:0] funct3 = inst[14:12];
    wire[6:0] opcode = inst[6:0];
    wire[4:0] rd = inst[11:7];
    wire[4:0] rs1 = inst[19:15];
    wire[4:0] rs2 = inst[24:20];
    wire Rop = opcode == 7'b0110011;
    wire Iop = opcode == 7'b0010011;
    wire Bop = opcode == 7'b1100011;
    wire Lop = opcode == 7'b0000011;
    wire Sop = opcode == 7'b0100011;
    wire funct7_0  = funct7 == 7'h0;
    wire funct7_1  = funct7 == 7'h1;
    wire funct7_32 = funct7 == 7'h20;
    wire funct3_0 = funct3 == 3'h0;
    wire funct3_1 = funct3 == 3'h1;
    wire funct3_2 = funct3 == 3'h2;
    wire funct3_3 = funct3 == 3'h3;
    wire funct3_4 = funct3 == 3'h4;
    wire funct3_5 = funct3 == 3'h5;
    wire funct3_6 = funct3 == 3'h6;
    wire funct3_7 = funct3 == 3'h7;
    wire ADD  = Rop & funct3_0 & funct7_0;
    wire SUB  = Rop & funct3_0 & funct7_32;
    wire SLL  = Rop & funct3_1 & funct7_0;
    wire SLT  = Rop & funct3_2 & funct7_0;
    wire SLTU = Rop & funct3_3 & funct7_0;
    wire XOR  = Rop & funct3_4 & funct7_0;
    wire SRL  = Rop & funct3_5 & funct7_0;
    wire SRA  = Rop & funct3_5 & funct7_32;
    wire OR   = Rop & funct3_6 & funct7_0;
    wire AND  = Rop & funct3_7 & funct7_0;
    wire MUL    = Rop & funct3_0 & funct7_1;
    wire MULH   = Rop & funct3_1 & funct7_1;
    wire MULHSU = Rop & funct3_2 & funct7_1;
    wire MULHU  = Rop & funct3_3 & funct7_1;
    wire DIV    = Rop & funct3_4 & funct7_1;
    wire DIVU   = Rop & funct3_5 & funct7_1;
    wire REM    = Rop & funct3_6 & funct7_1;
    wire REMU    = Rop & funct3_7 & funct7_1;
    wire ADDI  = Iop & funct3_0;	
    wire SLTI  = Iop & funct3_2;
    wire SLTIU = Iop & funct3_3;
    wire XORI  = Iop & funct3_4;
    wire ORI   = Iop & funct3_6;
    wire ANDI  = Iop & funct3_7;
    wire SLLI  = Iop & funct3_1 & funct7_0;
    wire SRLI  = Iop & funct3_5 & funct7_0;
    wire SRAI  = Iop & funct3_5 & funct7_32;
    wire BEQ = Bop & funct3_0;
    wire BNE = Bop & funct3_1;
    wire BLT = Bop & funct3_4;
    wire BGE = Bop & funct3_5;
    wire BLTU = Bop & funct3_6;
    wire BGEU = Bop & funct3_7;
    wire LB =  Lop & funct3_0;
    wire LH =  Lop & funct3_1;
    wire LW =  Lop & funct3_2;
    wire LBU = Lop & funct3_4;
    wire LHU = Lop & funct3_5;
    wire SB = Sop & funct3_0;
    wire SH = Sop & funct3_1;
    wire SW = Sop & funct3_2;
    wire LUI   = opcode == 7'b0110111;
    wire AUIPC = opcode == 7'b0010111;
    wire JAL  =  opcode == 7'b1101111;
    wire JALR = (opcode == 7'b1100111) && funct3_0;
    wire R_valid = AND | OR | ADD | XOR | SLL | SRL | SRA | SUB | SLT | SLTU 
        | MUL | MULH | MULHSU | MULHU | DIV | DIVU | REM | REMU;
    wire I_valid = ANDI | ORI | ADDI | XORI | SLLI | SRLI | SRAI | SLTI | SLTIU;
    wire B_valid = BEQ | BNE | BLT | BGE | BLTU | BGEU;
    wire L_valid = LW | LH | LB | LHU | LBU;
    wire S_valid = SW | SH | SB;
    wire rd_used = R_valid | I_valid | JAL | JALR | L_valid | LUI | AUIPC;
    wire use_ALU = AND | OR | ADD | XOR | SLL | SRL | SRA | SUB | SLT | SLTU
        | I_valid | LUI | AUIPC;
    wire use_MEM = L_valid | S_valid;
    wire use_MUL = MUL | MULH | MULHSU | MULHU;
    wire use_DIV = DIV | DIVU | REM | REMU;
    wire use_JUMP = B_valid | JAL | JALR;
    wire[2:0] use_FU =  {3{use_ALU}}  & 3'd1 |
                        {3{use_MEM}}  & 3'd2 |
                        {3{use_MUL}}  & 3'd3 |
                        {3{use_DIV}}  & 3'd4 |
                        {3{use_JUMP}} & 3'd5 ;
    reg B_in_FU, J_in_FU;  
    reg[5:0] FU_status;  
    reg[2:0] reservation_reg [0:31];  
    reg[4:0] FU_write_to [5:0];  
    reg[5:0] FU_writeback_en;  
    reg[4:0] FU_delay_cycles [5:0];  
    reg reg_ID_flush_next;  
    reg [2:0] test_sig;
    integer i;
    reg[5:0] f;
    wire WAW = rd && ((rd == FU_write_to[1] && !f[1]) || 
                      (rd == FU_write_to[2] && !f[2]) || 
                      (rd == FU_write_to[3] && !f[3]) || 
                      (rd == FU_write_to[4] && !f[4]) ||
                      (rd == FU_write_to[5] && !f[5]));     
    wire RAW_rs1 = rs1 && ((rs1 == FU_write_to[1]) || 
                           (rs1 == FU_write_to[2]) || 
                           (rs1 == FU_write_to[3]) || 
                           (rs1 == FU_write_to[4]) ||
                           (rs1 == FU_write_to[5]));     
    wire RAW_rs2 = rs2 && ((rs2 == FU_write_to[1]) || 
                           (rs2 == FU_write_to[2]) || 
                           (rs2 == FU_write_to[3]) || 
                           (rs2 == FU_write_to[4]) ||
                           (rs2 == FU_write_to[5]));     
    wire FU_hazard = (FU_status[use_FU] == 1 && reservation_reg[0] != use_FU) 
                        || WAW 
                        || RAW_rs1 
                        || RAW_rs2
                        || reservation_reg[FU_delay_cycles[use_FU]] != 0;     
    initial begin
        B_in_FU = 0;
        J_in_FU = 0;
        FU_status <= 6'b0;
        FU_writeback_en <= 6'b0;
        for (i=0; i<32; i=i+1)
		    reservation_reg[i] <= 0;
        for (i=0; i<6; i=i+1)
		    FU_write_to[i] <= 0;
        FU_delay_cycles[1] <= 5'd1;          
        FU_delay_cycles[2] <= 5'd2;          
        FU_delay_cycles[3] <= 5'd7;          
        FU_delay_cycles[4] <= 5'd24;         
        FU_delay_cycles[5] <= 5'd2;          
        reg_ID_flush_next <= 0;
    end
    always @(posedge clk or posedge rst) begin
        if(rst) begin
            B_in_FU <= 0;
            J_in_FU <= 0;
            FU_status <= 6'b0;
            FU_writeback_en <= 6'b0;
            for (i=0; i<32; i=i+1)
                reservation_reg[i] <= 0;
            for (i=0; i<6; i=i+1)
                FU_write_to[i] <= 0;
            FU_delay_cycles[1] <= 5'd1;          
            FU_delay_cycles[2] <= 5'd2;          
            FU_delay_cycles[3] <= 5'd7;          
            FU_delay_cycles[4] <= 5'd24;         
            FU_delay_cycles[5] <= 5'd2;          
            FU_delay_cycles[0] <= 5'd0;
            f[0] <= 0;
            f[1] <= 0;
            f[2] <= 0;
            f[3] <= 0;
            f[4] <= 0;
            f[5] <= 0;
        end
        else begin
            if (reservation_reg[0] != 0) begin   
                FU_writeback_en[reservation_reg[0]] <= 1'b0;  
                FU_status[reservation_reg[0]] <= 0;
                FU_write_to[reservation_reg[0]] <= 0;
            end
            if(valid_ID) begin
                if (use_FU == 0) begin  
                    test_sig <= 3'd1;
                    for (i = 0; i < 31; i=i+1) begin
                        reservation_reg[i] <= reservation_reg[i + 1];
                    end
                    reservation_reg[31] <= 0;
                end
                else if (FU_hazard | reg_ID_flush | reg_ID_flush_next) begin    
                    test_sig <= 3'd2;
                    B_in_FU <= 0;
                    J_in_FU <= 0;
                    for (i = 0; i < 31; i=i+1) begin
                        if (reservation_reg[FU_delay_cycles[use_FU]]) begin
                            f[reservation_reg[FU_delay_cycles[use_FU]]] <= 1'b1;
                        end
                        reservation_reg[i] <= reservation_reg[i + 1];
                    end
                    reservation_reg[31] <= 0;
                end
                else begin   
                    test_sig <= 3'd3;
                    for(i = 0; i < 6; i = i + 1) begin
                        f[i] <= 0;
                    end
                    FU_status[use_FU] <= 1;
                    FU_writeback_en[use_FU] <= 1'b1 & rd_used;
                    FU_write_to[use_FU] <= rd & {5{rd_used}};
                    reservation_reg[FU_delay_cycles[use_FU] - 1] <= use_FU;
                    for (i = 0; i < 31; i=i+1) begin
                        if(i != FU_delay_cycles[use_FU] - 1) begin
                            reservation_reg[i] <= reservation_reg[i + 1];
                        end
                    end
                    reservation_reg[31] <= 0;
                    B_in_FU <= B_valid;
                    J_in_FU <= JAL | JALR;
                end
            end
            else begin
                for (i = 0; i < 31; i=i+1) begin
                    reservation_reg[i] <= reservation_reg[i + 1];
                end
                reservation_reg[31] <= 0;
            end
        end
    end
    assign reg_IF_en = ~FU_hazard | branch_ctrl;
    assign reg_ID_en = reg_IF_en;
    assign branch_ctrl = (B_in_FU & cmp_res_FU) |  J_in_FU;
    always @ (posedge clk or posedge rst) begin
        if (rst) begin
            reg_ID_flush_next <= 0;
        end
        else begin
            reg_ID_flush_next <= branch_ctrl;
        end
    end
    assign reg_ID_flush = branch_ctrl;
    localparam Imm_type_I = 3'b001;
    localparam Imm_type_B = 3'b010;
    localparam Imm_type_J = 3'b011;
    localparam Imm_type_S = 3'b100;
    localparam Imm_type_U = 3'b101;
    assign ImmSel = {3{JALR | L_valid | I_valid}} & Imm_type_I |
                    {3{B_valid}}                  & Imm_type_B |
                    {3{JAL}}                      & Imm_type_J |
                    {3{S_valid}}                  & Imm_type_S |
                    {3{LUI | AUIPC}}              & Imm_type_U ;
    assign ALU_en = reg_IF_en & use_ALU & valid_ID & ~reg_ID_flush;
    assign MEM_en = reg_IF_en & use_MEM & valid_ID & ~reg_ID_flush;
    assign MUL_en = reg_IF_en & use_MUL & valid_ID & ~reg_ID_flush;
    assign DIV_en = reg_IF_en & use_DIV & valid_ID & ~reg_ID_flush;
    assign JUMP_en = reg_IF_en & use_JUMP & valid_ID & ~reg_ID_flush;
    localparam JUMP_BEQ  = 4'b0_001;
    localparam JUMP_BNE  = 4'b0_010;
    localparam JUMP_BLT  = 4'b0_011;
    localparam JUMP_BGE  = 4'b0_100;
    localparam JUMP_BLTU = 4'b0_101;
    localparam JUMP_BGEU = 4'b0_110;
    localparam JUMP_JAL  = 4'b0_000;
    localparam JUMP_JALR = 4'b1_000;
    assign JUMP_op ={4{BEQ}}  & JUMP_BEQ  |
                    {4{BNE}}  & JUMP_BNE  |
                    {4{BLT}}  & JUMP_BLT  |
                    {4{BGE}}  & JUMP_BGE  |
                    {4{BLTU}} & JUMP_BLTU |
                    {4{BGEU}} & JUMP_BGEU |
                    {4{JAL}}  & JUMP_JAL  |
                    {4{JALR}} & JUMP_JALR ;
    localparam ALU_ADD  = 4'b0001;
    localparam ALU_SUB  = 4'b0010;
    localparam ALU_AND  = 4'b0011;
    localparam ALU_OR   = 4'b0100;
    localparam ALU_XOR  = 4'b0101;
    localparam ALU_SLL  = 4'b0110;
    localparam ALU_SRL  = 4'b0111;
    localparam ALU_SLT  = 4'b1000;
    localparam ALU_SLTU = 4'b1001;
    localparam ALU_SRA  = 4'b1010;
    localparam ALU_Ap4  = 4'b1011;
    localparam ALU_Bout = 4'b1100;
    assign ALU_op = {4{ADD | ADDI | AUIPC}} & ALU_ADD  |
                    {4{SUB}}                & ALU_SUB  |
                    {4{AND | ANDI}}         & ALU_AND  |
                    {4{OR | ORI}}           & ALU_OR   |
                    {4{XOR | XORI}}         & ALU_XOR  |
                    {4{SLL | SLLI}}         & ALU_SLL  |
                    {4{SRL | SRLI}}         & ALU_SRL  |
                    {4{SLT | SLTI}}         & ALU_SLT  |
                    {4{SLTU | SLTIU}}       & ALU_SLTU |
                    {4{SRA | SRAI}}         & ALU_SRA  |
                    {4{LUI}}                & ALU_Bout ;
    assign ALUSrcA = AUIPC;
    assign ALUSrcB = I_valid | LUI | AUIPC;
    assign MEM_we = S_valid;
endmodule
==> design/flow/run.sh <==
#!/bin/bash
# OpenROAD 26Q1-2900-gdf79404cd8, Yosys 0.63+post, stock flow scripts
make -C /OpenROAD-flow-scripts/flow DESIGN_CONFIG=/design/flow/config.mk WORK_HOME=/design/flow/orfs finish
==> design/flow/config.mk <==
export PLATFORM = sky130hd
export DESIGN_NAME = CtrlUnit
export DESIGN_NICKNAME = CtrlUnit
export VERILOG_FILES = /design/flow/design.v
export SDC_FILE = /design/flow/constraint.sdc
export NUM_CORES = 4
export LEC_CHECK = 1
export CORE_UTILIZATION = 40
==> design/flow/constraint.sdc <==
current_design CtrlUnit

set clk_period 5.4
set clk_io_pct 0.2

create_clock -name clk0 -period $clk_period [get_ports {clk}]

set non_clock_inputs [all_inputs -no_clocks]
set_input_delay [expr $clk_period * $clk_io_pct] -clock clk0 $non_clock_inputs
set_output_delay [expr $clk_period * $clk_io_pct] -clock clk0 [all_outputs]
==> impl_metrics.json <==
{
  "run_status": "finished with violations",
  "violations_in_the_final_reports": "negative setup slack",
  "critical_path.startpoint_type": "primary input",
  "finalMaxSlewViolations": 0,
  "yosys_register_bits": 147,
  "synth-async-reset-ratio_pct": 100,
  "yosysUniqueCellTypes": 77,
  "critical_path.top_delay_family": "buffers and inverters",
  "power.ir.vdd_worst_mv": 0.331,
  "final_design_area_no_fill_sq_um": 10700,
  "detailedRoute.firstIterationViolations": 437,
  "crit_type": "primary input to output pin",
  "yosys.stat.seqShare_pct": 45.1,
  "max_slew.worst_pin.slew_ns": 0.653,
  "ys_warn_count": 4,
  "largest_area_cell": "sky130_fd_sc_hd__dfrtp_1",
  "via_cell_ratio": 5.32,
  "relSlewSlack_pct": 56.5,
  "netlist.area_leader.share_pct": 45.1,
  "wirelength_mm": 23.5,
  "floorplan.io_pins": 68,
  "cts.sink_count": 147,
  "timing.critical_path.required_ns": 4.32,
  "h-tree-depth": 4,
  "core_region_area_sq_um": 19700,
  "synthesis.area_sq_um": 8150,
  "critical_path_end_type": "output pin",
  "post_synth_most_frequent_cells": "147 x sky130_fd_sc_hd__dfrtp_1, 114 x sky130_fd_sc_hd__clkbuf_1, 72 x sky130_fd_sc_hd__nand2_1, 45 x sky130_fd_sc_hd__xnor2_1, 35 x sky130_fd_sc_hd__mux2i_1",
  "clk-insertion-delay-late_ns": 0.42,
  "highest_fanout_seen_on_the_critical_path": 12,
  "grt_pass1_vias": 6449,
  "number_of_failing_hold_endpoints_at_the_final_stage": 0,
  "clk_root_buffer_cell": "sky130_fd_sc_hd__clkbuf_16",
  "areaGrowthSynthToFinish_pct": 31.5,
  "grt_overflow": 0,
  "placed_cells": 1160,
  "path_buffers": 9,
  "post-synth-top-count-cell": "sky130_fd_sc_hd__dfrtp_1",
  "post-place-ws_ns": -1.20,
  "fp.dieH_microns": 145,
  "grtUsageTotal_pct": 24.4,
  "chip_area_sq_um": 21000,
  "fillerInstances": 1599,
  "enable_flop_cells": 0,
  "stdcell_count": 1220,
  "fin_hold_ws_ns": 0.345,
  "avgSynthCellArea_sq_um": 9.72,
  "port_buffers": 67,
  "cts-hold-fix-buffers": 0,
  "setup_slack_ns": -0.376,
  "placement.cell_area_sq_um": 9650,
  "route.antenna.remaining_nets": 0,
  "hold_class": "register to register",
  "power_density_nw_per_um2": 241,
  "top_area_cell_types": "sky130_fd_sc_hd__dfrtp_1 45%, sky130_fd_sc_hd__clkbuf_1 5.2%, sky130_fd_sc_hd__xnor2_1 4.8%",
  "cpMaxStageDelayCell": "sky130_fd_sc_hd__mux2_4",
  "yosys_cells": 839,
  "die-width_microns": 145,
  "antenna_found_initial": 0,
  "cellLeakagePower_nw": 4.85,
  "yosys_area_sq_um": 8150,
  "timing.clock.skew_ns": 0.0109,
  "initial_core_util_pct": 41.4,
  "drcViolationCount": 0,
  "setup_viol_count_final": 7,
  "setup.reg_to_reg.worst_slack_ns": 1.98,
  "drv_cap": 0,
  "num_antenna_cells": 0,
  "post-dp-hpwl_mm": 17.4,
  "cts.path.max_buffers": 2,
  "drt-wirelength-per-cell_microns": 19.3,
  "clock.fmax_ghz": 0.173,
  "cp_slowest_stage_delay_ns": 0.30,
  "drive_above_1_share_pct": 31.0,
  "vias": 6489,
  "grt_setup_unrepaired": "yes",
  "cp.arrival_ns": 4.70,
  "placementRows": 51,
  "synthesis.instances": 839,
  "clock_tree_from_tritoncts": "built",
  "cts_made_buffers": 17,
  "warnings": 41,
  "drt_first_pass_iters": 5,
  "largest_register_ff_count": 93,
  "clock_slew_at_the_register_clock_pins_of_the_worst_setup_and_hold_paths_ns": 0.07,
  "crit_chain": "dlygate4sd2_1, buf_6, buf_4, nor2_1, o211ai_1, o21ai_1, buf_4, ha_4, buf_12, buf_6, or2_4, mux2_4, buf_4, nand4_1, o31ai_1, a211oi_2, a2bb2oi_2, nand3_4, buf_6, nor4_4, buf_2",
  "grt_pass1_wl_mm": 36.5,
  "gp_congestion": 0.999,
  "fin_crit_sh_pct": 107,
  "setup-tns-final_ns": -2.27,
  "yosys_most_used_dff": "sky130_fd_sc_hd__dfrtp_1",
  "timing.final.crit_period_ns": 5.78,
  "grt_max_degree": 62
}
[report_power, final]
group          switching (mW)  leakage [nW]  internal, mW
clock                   0.552         0.300         0.637
sequential             0.0175          1.86          1.12
combinational           0.137          2.69         0.126
total                   0.706          4.85          1.88
[final cells by class]
cell class / count / area [sq um] / share of cell area [%]
Sequential cell: 147 / 3680 / 34.3
Clock inverter: 15 / 194 / 1.81
Timing Repair Buffer: 218 / 1820 / 17.0
Multi-Input combinational cell: 532 / 4160 / 38.8
Tap cell: 265 / 332 / 3.09
Inverter: 26 / 115 / 1.07
Clock buffer: 17 / 425 / 3.97
[routing by layer]
layer  wire length (microns)  global-route usage [%]  vias up
met5                       0                       0        -
li1                        -                       -     3057
met2                   11000                    38.5      186
met4                     596                    5.43        0
met3                    1240                    3.75       45
met1                   10700                    36.5     3201
[worst paths after layout]
check,from,cells past startpoint,endpoint
max,inst[5],21,DIV_en
min,reservation_reg[20][0],0,reservation_reg[19][0]
max reg2reg,reservation_reg[0][2],10,reservation_reg[22][0]
min reg2reg,reservation_reg[20][0],0,reservation_reg[19][0]
max in group asynchronous,rst,3,FU_write_to[3][1]
min in group asynchronous,rst,2,FU_writeback_en[2]
[placed cells by master (no fill, tap or decap), drive strengths merged, types with 6 or more instances in the layout]
master and n:
buf 165, dfrtp 147, nand2 72, xnor2 45
clkdlybuf4s50 43, nor2 38, mux2i 36, xor2 34
inv 34, mux2 31, a21oi 29, nor3 28
clkbuf 25, nand3 23, ha 19, o21ai 18
nand4 14, nor4 11, nand2b 10, a31oi 10
and2 9, clkinv 7, a21o 7, a22oi 6
a32o 6, or4 6
[metrics by stage]
step                      util (%)  power [mW]
after floorplan                  -        1.29
after global placement        48.9        1.39
after detailed placement      48.9        1.39
after CTS                     53.5        2.61
after global routing          54.4        2.69
final                         54.4        2.59
[what timing repair did]
action	CTS	global route
endpoints found under the hold margin	0	0
pin swaps	31	30
gates resized	101	48
setup endpoints to repair	16	10
buffers inserted	18	10
[cells by family (layout without fill, tap and decap cells)]
family,count (synthesis),in the layout,share of synthesized area (%)
other cells,1,1,0.0460
fa+ha+maj,19,19,2.92
buf+inv,160,276,7.56
simple gates,244,244,15.6
xor+xnor,79,79,8.49
mux,68,68,9.22
compound gates,121,121,11.0
flops,147,147,45.1
No activity file was given, so power comes from the tool's default toggle rates.
