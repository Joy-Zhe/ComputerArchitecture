### design/flow/config.mk
export PLATFORM = sky130hd
export DESIGN_NAME = CDBconflict
export DESIGN_NICKNAME = CDBconflict
export VERILOG_FILES = /design/flow/design.v
export SDC_FILE = /design/flow/constraint.sdc
export NUM_CORES = 4
export LEC_CHECK = 1
export CORE_UTILIZATION = 40
### design/flow/run.sh
#!/bin/bash
# OpenROAD 26Q1-2900-gdf79404cd8, Yosys 0.63+post, stock flow scripts
make -C /OpenROAD-flow-scripts/flow DESIGN_CONFIG=/design/flow/config.mk WORK_HOME=/design/flow/orfs finish
### design/flow/design.v
`timescale 1ns / 1ps
module CDBconflict(
    input [3:0] ALU_finish1,
    input [3:0] ALU_finish2,
    input [3:0] ALU_finish3,
    input [3:0] MUL_finish1,
    input [3:0] MUL_finish2,
    input [3:0] DIV_finish1,
    input [3:0] MEM_finish1,
    input [3:0] MEM_finish2,
    input [3:0] JUMP_finish,
    input [4:0] Wt_addr_ALU1, 
    input [31:0]Wt_data_ALU1, 
    input [4:0] Wt_addr_ALU2, 
    input [31:0]Wt_data_ALU2, 
    input [4:0] Wt_addr_ALU3, 
    input [31:0]Wt_data_ALU3, 
    input [4:0] Wt_addr_JUMP, 
    input [31:0]Wt_data_JUMP,
    input [4:0] Wt_addr_MEM1, 
    input [31:0]Wt_data_MEM1,
    input [4:0] Wt_addr_MEM2, 
    input [31:0]Wt_data_MEM2, 
    input [4:0] Wt_addr_MUL1, 
    input [31:0]Wt_data_MUL1, 
    input [4:0] Wt_addr_MUL2, 
    input [31:0]Wt_data_MUL2, 
    input [4:0] Wt_addr_DIV1, 
    input [31:0]Wt_data_DIV1, 
    input [4:0] Wt_addr_DIV2, 
    input [31:0]Wt_data_DIV2, 
    output reg [3:0] FU_finish,
    output reg [3:0] Wt_addr_out,
    output reg [31:0] Wt_data_out
);
    wire [3:0] finish_signals [1:9];
    wire [4:0] Wt_addr [1:9];
    wire [31:0] Wt_data [1:9];
    assign finish_signals[1] = ALU_finish1;
    assign finish_signals[2] = ALU_finish2;
    assign finish_signals[3] = ALU_finish3;
    assign finish_signals[4] = MUL_finish1;
    assign finish_signals[5] = MUL_finish2;
    assign finish_signals[6] = DIV_finish1;
    assign finish_signals[7] = MEM_finish1;
    assign finish_signals[8] = MEM_finish2;
    assign finish_signals[9] = JUMP_finish;
    assign Wt_addr[1] = Wt_addr_ALU1;
    assign Wt_addr[2] = Wt_addr_ALU2;
    assign Wt_addr[3] = Wt_addr_ALU3;
    assign Wt_addr[4] = Wt_addr_MUL1;
    assign Wt_addr[5] = Wt_addr_MUL2;
    assign Wt_addr[6] = Wt_addr_DIV1;
    assign Wt_addr[7] = Wt_addr_MEM1;
    assign Wt_addr[8] = Wt_addr_MEM2;
    assign Wt_addr[9] = Wt_addr_JUMP;
    assign Wt_data[1] = Wt_data_ALU1;
    assign Wt_data[2] = Wt_data_ALU2;
    assign Wt_data[3] = Wt_data_ALU3;
    assign Wt_data[4] = Wt_data_MUL1;
    assign Wt_data[5] = Wt_data_MUL2;
    assign Wt_data[6] = Wt_data_DIV1;
    assign Wt_data[7] = Wt_data_MEM1;
    assign Wt_data[8] = Wt_data_MEM2;
    assign Wt_data[9] = Wt_data_JUMP;
    reg [3:0] queue_finish [1:9];
    reg [4:0] queue_wt_addr [1:9]; 
    reg [31:0] queue_wt_data [1:9];
    reg find = 0;
    integer i;  
    always @(*) begin
        for (i = 1; i <= 9; i = i + 1) begin
            if (find == 1'b1 && finish_signals[i] != 4'b0) begin
                queue_finish[i] = finish_signals[i];
                queue_wt_addr[i] = Wt_addr[i];
                queue_wt_data[i] = Wt_data[i];
            end else if (finish_signals[i] == 4'b0) begin
                queue_finish[i] = 4'b0;
                queue_wt_addr[i] = 5'b0;
                queue_wt_data[i] = 32'b0;                
            end
            if (queue_finish[i] != 4'b0 && find == 0) begin
                FU_finish = queue_finish[i];
                Wt_addr_out = queue_wt_addr[i];
                Wt_data_out = queue_wt_data[i];
                queue_finish[i] = 4'b0;
                queue_wt_addr[i] = 5'b0;
                queue_wt_data[i] = 32'b0;
                find = 1'b1;
            end
            else if (finish_signals[i] != 4'b0 && find == 0) begin
                FU_finish = finish_signals[i];
                Wt_addr_out = Wt_addr[i];
                Wt_data_out = Wt_data[i];
                find = 1'b1;
            end
        end
        if (find == 0) begin
            FU_finish = 4'b0;
            Wt_addr_out = 4'b0;
            Wt_data_out = 32'b0;
        end else begin
            find = 0;
        end
    end
endmodule
### design/flow/constraint.sdc
current_design CDBconflict

set clk_period 25.2
set clk_io_pct 0.2

create_clock -name clk0 -period $clk_period

set non_clock_inputs [all_inputs -no_clocks]
set_input_delay [expr $clk_period * $clk_io_pct] -clock clk0 $non_clock_inputs
set_output_delay [expr $clk_period * $clk_io_pct] -clock clk0 [all_outputs]
==> commit_impl_results.txt <==
Refresh implementation metrics

- The worst-case max-slew headroom was logged as 31.3%.
* Total met3 wirelength after detailed routing: between 10000 and 15000 um
- Yosys synthesis chip area: about 18000 sq um
- Placer congestion estimate: slightly above 1
- Number of antenna violations at the first check in global routing: 10
* Largest net degree at the start of global routing: between 70 and 80
- CTS resizes: 0
- Fin crit period: roughly 16 ns
- Of the cells placed in the final design, the portion with a size suffix greater than 1 is roughly 5.0%.
* Largest cells by area after synthesis: dlxtn_1 (34%), nand2_1 (11%), a21oi_1 (8.2%)
* Power Internal: 96.9 uW
- Synth flops: ~400
- The routed design shows a via density per instance of between 6 and 7.
* Count of unclocked register or latch pins: about 400
- Fin. max-slew vios: 0
- Ports placed on the boundary: approximately 450
- Leakage: 9.82 nW
- FMAX: roughly 63 MHz
* Library cell appearing most often on the critical path: buf_4
- Synthesis produced 2588 cells.
- Crit path largest cell delay: about 0.8 ns
- Slowest stage cell, crit path: or4_4
* Ys async rst share: 0%
- Yosys printed around 440 warnings.
* Cell accounting for the most synthesized area: dlxtn_1
* Count of tool warnings: slightly below 80
- For this run the top cell type by instance count after synthesis was nand2_1.
- Of the available clock period, the critical path in the final layout requires roughly 63%.
- Measured along the x axis, the die boundary spans approximately 210 um.
- After floorplanning, the core was sized to cover about 43000 sq um.
* Drt first pass iters: 6
- Global-route wire length before repair: 129000 um
* Total die area: approximately 45000 sq um
* Critical Path, Cell by Cell: clkdlybuf4s50_1 > or4_4 > buf_4 > nor4_4 > buf_4 > nand2_1 > buf_4 > o21ai_0 > o32a_1 > o221ai_1 > a222oi_1 > dlxtn_1 > clkdlybuf4s50_1
* Maximum capacitance violations: 0
- Post-DP HPWL: 68700 um
* Sw Pwr: roughly 79 uW
- STA classifies the critical path endpoint as a primary output.
* Number of setup buffers added after CTS: 0
- Run status: complete, no violations
- The synthesized design devotes to its leading area cell type 33.9% of total area.
- Post-synthesis cell count from yosys: about 2600
* Unrepaired setup endpoints after global routing: no
- IR analysis of the VDD net gives a maximum drop of 6.06 uV.
- Overall routing resource usage: about two fifths
- Routed wire length per instance: approximately 26 um
* Fraction of power spent switching nets: ~45%
* Total Negative Setup Slacks: 0 ns
- Cell family contributing the most delay on the critical path: buffers and inverters
* DRC violation count after routing: 0
- Transition at the pin with the smallest max-transition slack: a little over 1 ns
- Critical path data arrival time: 10.90 ns
- The post-synth count of flops with an enable pin is 0.
- Power density normalized to cell area: between 7 and 8 nW/um^2
* CP Max Fanout: ~60
- Length of routed wiring on met1: around 38000 um
* Effective utilization at floorplan: around 40%
- After detailed routing, no signal wire sits above met5.
- Number of global-route vias before repair: between 15000 and 20000
- Global-route congestion overflow total: 0
* Endpoints left unconstrained: roughly 400
- A synthesized cell averages a little under 7 sq um.
- Per the layout report, the design carries 4252 filler cells.
* Hold bufs inserted after CTS: 0
- Crit path buf inv count: 5
* Wire length after detailed routing: between 80000 and 90000 um
- Instance count on the critical path: 13
- Final Setup Violations: 0
* Count of standard-cell rows: roughly 76
- Dominant Register Cell: dlxtn_1
* Area growth syn-to-layout: 26.9%
* Number of antenna-violating nets in the routed design: 0
- Summing every instance area after synthesis gives ~18000 sq um.
* Final hold viol count: 0
- Number of I/O port buffers: around 400
* Total number of vias: ~21000
- In the detailed route, the total length drawn on met2 is ~37000 um.
- Worst setup path category: primary input to primary output
- STA classifies the critical path startpoint as a primary input.
- Worst EP required: 20.16 ns
- From bottom edge to top edge, the die measures ~210 um.
* Detailed router's first-iteration violation count: approximately 2500
* Origin of the worst setup path: ALU_finish1[2]
* Critical path capture point: Wt_data_out[23]
- Synthesis instantiated 72 different standard cells from the library.
- For reference, the top cells by count after synthesis are nand2_1 (522), dlxtn_1 (400), a21oi_1 (291).
-- routing by layer --
layer  GRT usage (%)  up-vias
met5               0        -
met4            13.5        4
met3            12.8      127
met2            54.0     1279
met1            61.1    10100
li1                -     9879
-- metrics by stage --
stage                     cell area [sq um]  std cells  setup WS, ns  total power, mW  util [%]
after floorplan                       17900       2631         11.86           0.0689         -
after global placement                22400       3463          9.46            0.170      51.8
after detailed placement              22400       3463          9.47            0.172      51.8
after CTS                             22400       3463          9.45            0.173      51.8
after global routing                  22500       3469          9.10            0.185      51.8
final                                 22500       3472          9.26            0.175      51.8
-- cells by family after synthesis --
kind of cell	count (synthesis)	share of synthesized area, %
buffers and inverters	235	5.32
AOI/OAI and AO/OA	792	28.8
latches	400	33.9
and+or+nand+nor	1072	26.9
other	1	0.0212
muxes	88	5.04
-- placed cells by master (no fill, tap or decap), types with 12 or more instances in the layout --
| cell type | instances |
|---|---|
| a211oi_1 | 21 |
| a21oi_1 | 291 |
| a221oi_1 | 16 |
| a22oi_1 | 127 |
| a31oi_1 | 37 |
| a32oi_1 | 12 |
| and2_1 | 30 |
| and3_1 | 40 |
| buf_4 | 78 |
| clkdlybuf4s50_1 | 400 |
| conb_1 | 44 |
| dlxtn_1 | 400 |
| mux2i_1 | 79 |
| nand2_1 | 521 |
| nand3_1 | 154 |
| nor2_1 | 214 |
| nor2_2 | 13 |
| nor3_1 | 21 |
| nor4_2 | 15 |
| o21ai_0 | 93 |
| o221ai_1 | 31 |
| o22ai_1 | 45 |
| or4_1 | 16 |
-- sequential cells by signal (all words and copies together), names as in the netlist --
signal         cells
queue_wt_data    288
Wt_data_out       32
Wt_addr_out        4
queue_wt_addr     36
queue_finish      36
FU_finish          4
-- layout make-up --
type	count	area, sq um	share of cell area, %
antenna	9	22.5	0.100
multi-input combinational	1996	11100	49.4
tap	585	732	3.26
sequential	400	6010	26.7
inverter	4	15.0	0.0668
timing repair buffer	478	4590	20.4
-- power groups by stage --
| stage | combinational, mW | sequential, mW | clock [mW] |
|---|---|---|---|
| CTS | 0.156 | 0.0165 | 0 |
| global route | 0.169 | 0.0167 | 0.0000000319 |
Power and IR drop assume default switching activity.
